[design/flow/design.v]
module mux_4x1_nbit 
    #(parameter N = 3)(
    input [N - 1:0]w0, w1, w2, w3,
    input [1:0] s,
    output reg [N - 1:0] f
    );
    always @(w0, w1, w2, w3, s)
    begin
        f = 'bx;                 
        case(s)
            2'b00: f = w0;
            2'b01: f = w1;
            2'b10: f = w2;
            2'b11: f = w3;           
            default: f = 'bx;
        endcase              
    end
endmodule
module reg_file
    #(parameter ADDR_WIDTH = 7, DATA_WIDTH = 8)(
    input clk,
    input we,
    input [ADDR_WIDTH - 1: 0] address_w, address_r,
    input [DATA_WIDTH - 1: 0] data_w,
    output [DATA_WIDTH - 1: 0] data_r    
    );
    reg [DATA_WIDTH - 1: 0] memory [0: 2 ** ADDR_WIDTH - 1];
    always @(posedge clk)
    begin
        if (we)
            memory[address_w] <= data_w;                              
    end
    assign data_r = memory[address_r];
endmodule
module swap_fsm(
    input clk, reset_n,
    input swap,
    output w,
    output [1:0] sel
    );
    reg [1:0] state_reg, state_next;
    parameter s0 = 0, s1 = 1, s2 = 2, s3 = 3;
    always @(posedge clk, negedge reset_n)
    begin
        if (~reset_n)
            state_reg <= s0;
        else
            state_reg <= state_next;
    end
    always @(*)
    begin
        state_next = state_reg;
        case(state_reg)
            s0: if (~swap)  state_next = s0;
                else        state_next = s1;
            s1: state_next = s2;
            s2: state_next = s3;
            s3: state_next = s0;
            default: state_next = s0;
        endcase
    end
    assign sel = state_reg;
    assign w = (state_reg != s0);
endmodule
module swap_reg_file
    #(parameter ADDR_WIDTH = 7, DATA_WIDTH = 8)(
    input clk, reset_n,
    input we,
    input [ADDR_WIDTH - 1: 0] address_w, address_r,
    input [DATA_WIDTH - 1: 0] data_w,
    output [DATA_WIDTH - 1: 0] data_r,    
    input [ADDR_WIDTH - 1: 0] address_A, address_B,
    input swap
    );
    wire [1:0] sel;
    wire w;
    wire [ADDR_WIDTH - 1:0] MUX_READ_f, MUX_WRITE_f;
    reg_file #(.ADDR_WIDTH(ADDR_WIDTH), .DATA_WIDTH(DATA_WIDTH)) REG_FILE(
        .clk(clk),
        .we(w? 1'b1: we),
        .address_w(MUX_WRITE_f),
        .address_r(MUX_READ_f),
        .data_w(w? data_r: data_w),
        .data_r(data_r)
    );
    swap_fsm FSM0(
        .clk(clk),
        .reset_n(reset_n),
        .swap(swap),
        .w(w),
        .sel(sel)
    );
    mux_4x1_nbit #(.N(ADDR_WIDTH)) MUX_READ(
        .w0(address_r),
        .w1(address_A),
        .w2(address_B),
        .w3('b0),
        .s(sel),
        .f(MUX_READ_f)
    );
    mux_4x1_nbit #(.N(ADDR_WIDTH)) MUX_WRITE(
        .w0(address_w),
        .w1('b0),
        .w2(address_A),
        .w3(address_B),
        .s(sel),
        .f(MUX_WRITE_f)
    );
endmodule
[design/flow/run.sh]
#!/bin/bash
# OpenROAD 26Q1-2900-gdf79404cd8, Yosys 0.63+post, stock flow scripts
make -C /OpenROAD-flow-scripts/flow DESIGN_CONFIG=/design/flow/config.mk WORK_HOME=/design/flow/orfs finish
[design/flow/config.mk]
export PLATFORM = sky130hd
export DESIGN_NAME = swap_reg_file
export DESIGN_NICKNAME = swap_reg_file
export VERILOG_FILES = /design/flow/design.v
export SDC_FILE = /design/flow/constraint.sdc
export NUM_CORES = 4
export LEC_CHECK = 1
export CORE_UTILIZATION = 40
[design/flow/constraint.sdc]
current_design swap_reg_file

set clk_period 84.6
set clk_io_pct 0.2

create_clock -name clk0 -period $clk_period [get_ports {clk}]

set non_clock_inputs [all_inputs -no_clocks]
set_input_delay [expr $clk_period * $clk_io_pct] -clock clk0 $non_clock_inputs
set_output_delay [expr $clk_period * $clk_io_pct] -clock clk0 [all_outputs]
==> results.cfg <==
; implementation run metrics
[global_routing]
track_usage_pct = 22.9
grt_antenna_before_repair = 2
grt_max_degree = 144
overflow = 0
grt_use_met2_pct = 32.2
grt-busiest-layer = met2
grt_pass1_wl_mm = 162
grt_pass1_vias = 26311
met3_usage_pct = 19.4
grtUsageMet1_pct = 27.7

[setup_path]
crit_path_start = address_B[0]
cpLargestDelayFamily = buffers and inverters
critPathKind = input port to primary output
slowest_delay_ns = 0.67
path_cells = clkdlybuf4s50_1, a221o_2, nand2_8, buf_4, buf_4, buf_4, mux2i_1, o221ai_1, o22ai_1, o22ai_1, or3_1, mux2_2, clkdlybuf4s50_1
reg2reg_depth = 16
cp.arrival_ns = 23.04
required_ns = 67.68
cp_slowest_cell = buf_4
r2r-start = FSM0.state_reg[0]
r2r_end = REG_FILE.memory[61][0]
reg2reg_slack_ns = 76.73
cp-start-kind = input port
cpMostUsedCell = buf_4
worst-path-max-fanout = 107
crit_path_end_kind = primary output
path_buffers = 5

[timing]
tightest_slew_ns = 1.14
slew-limit-headroom_pct = 23.6
finClkSkew_ns = 0.0487
rsz0062_at_grt = false
finalMaxSlewViolations = 0
setup_viol = 0
final.min_clock_period_ns = 39.96
fmax_ghz = 0.0250
hold_viol = 0
finalSetupTns_ns = 0
post-route-period-util_pct = 47.2

[finish]
fillerInstances = 8546
final_area_mm2 = 0.0467
regArea_mm2 = 0.0308
largest_register_ffs = 1024
stdcell_count = 4345
area_growth_pct = 13.4
comb_area_mm2 = 0.00959
layout-drive-gt1-share_pct = 9.11

[floorplan]
dieArea_mm2 = 0.104
die_h_um = 323
die_w_um = 323
coreArea_mm2 = 0.102
initCoreUtil_pct = 40.4
row_count = 117
ios = 48

[hold_path]
min_from = FSM0.state_reg[1]
hold_class = flop to flop
min_path_cells = 2
hold_end = FSM0.state_reg[1]

[yosys]
syn_area_mm2 = 0.0412
syn_inst = 2885
synth_top_area_share_pct = 74.6
ys_sh_aoi_pct = 9.06
top_logic_kind = simple AND/OR/NAND/NOR gates
ys_sh_xor_pct = 0
synth.distinct_cells = 45
ys_seq_share_pct = 74.8
synth-async-reset-ratio_pct = 0.195
yosysChipArea_mm2 = 0.0412
yosysTopAreaCell = edfxtp_1
ys.flop_type = edfxtp_1
topCellsByArea = edfxtp_1 (75%), nand2_1 (5.0%), mux2i_1 (2.3%), a21oi_1 (2.3%), a211oi_1 (1.7%)
avgSynthCellArea_um2 = 14.3
synth-edff-count = 1024
adder_share_pct = 0.121
ys_sh_simple_pct = 10.4
ys.warnings.count = 3
ys_cells = 2885
mux_share_pct = 3.46
ys.flops = 1026

[route]
first_pass_iters = 7
initialDrtViolationCount = 1680
postRouteWirelength_mm = 109
vias = 25010
vias_per_cell = 5.76
avgRoutedWirePerCell_um = 25.1
route.detailed.drc = 0
ant_nets = 0

[clocking]
clkSinkCount = 1026
clock_path_buffers = 3
cts_setup_buffers = 0
hold_buffers = 0
cts_made_buffers = 102
clk_pin_slew_worst_paths_ns = 0.06
cts_resized = 0
cts_max_level = 3
worstSkewPairLatency_ns = 0.68
cts_tree = done
cts_root_buf = clkbuf_16

[placement]
dpl-instance-area_mm2 = 0.0431
port_buffers = 47
dp_hpwl_mm = 65.5
routabilityCongestion = 0.905
place_inst = 4160

[job]
log.warning_count = 33
cap_violations = 0

[outcome]
status = completed
routing by layer:
layer  vias to the layer above  part of all wire (%)
li1                      11182                     -
met1                     12124                    35
met2                      1508                    44
met3                       188                    19
met4                         8                   2.3
met5                         -                  0.27
logic make-up after synthesis:
logic type	after synthesis
flip-flops	1026
AND/OR/NAND/NOR	971
AND-OR/OR-AND	551
buffers and inverters	212
multiplexers	121
adder cells (fa/ha/maj)	4
cell type report:
cell class,instances,share of cell area (%)
timing repair buffer,114,2.11
inverter,5,0.0402
clock inverter,67,2.03
clock buffer,117,5.67
tap,1368,3.66
sequential,1026,65.9
antenna,1,0.00536
multi-input combinational,1647,20.5
synth_stat cells, types with 5 or more instances:
master       n
a211oi_1    96
a21oi_1    186
a22oi_1     51
a311oi_1    72
a31oi_1     24
and3_1      89
buf_1       28
buf_2       65
clkbuf_1   109
edfxtp_1  1024
inv_1        5
mux2_2       8
mux2i_1     96
mux4_2      16
nand2_1    545
nand2b_1    13
nand3_1     41
nand4_1      8
nor2_1     145
nor3_1      40
nor4_1      64
o21a_1       6
o221ai_1    40
o22ai_1     56
or3_1        8
or4_1        8
how the worst max path moves through the flow:
| stage | cells past startpoint | end |
|---|---|---|
| 4_1_cts | 13 | data_r[0] |
| 5_1_grt | 13 | data_r[6] |
| 6_report | 13 | data_r[7] |
cell usage in the layout (no fill, tap or decap), types with 17 or more instances in the layout:
cell type / count
nand3_1: 41
nor3_1: 40
clkinv_2: 18
nor2_1: 144
clkinv_1: 17
a211oi_1: 96
clkbuf_16: 103
a21oi_1: 186
o221ai_1: 40
o22ai_1: 56
a311oi_1: 72
bufinv_16: 22
buf_4: 66
nand2_1: 543
clkdlybuf4s50_1: 47
nor4_1: 64
edfxtp_1: 1024
and3_1: 89
a22oi_1: 51
mux2i_1: 96
a31oi_1: 24
tightest hold or removal path, cell delays in order (launching register included):
cell	delay (ns)
dfrtp_1	0.40
inv_1	0.09
ha_2	0.14
metrics by stage:
| stage | util [%] | worst slack, ns | hold slack (ns) |
|---|---|---|---|
| 6_report | 45.8 | 44.64 | 0.656 |
| 5_1_grt | 45.8 | 44.35 | 0.705 |
| 4_1_cts | 45.8 | 44.73 | 0.663 |
| 3_5_place_dp | 42.3 | 44.76 | 0.649 |
| 3_3_place_gp | 42.3 | 44.77 | 0.623 |
| 2_1_floorplan | - | 48.43 | 0.587 |
